File: design/flow/run.sh
#!/bin/bash
# OpenROAD 26Q1-2900-gdf79404cd8, Yosys 0.63+post, stock flow scripts
make -C /OpenROAD-flow-scripts/flow DESIGN_CONFIG=/design/flow/config.mk WORK_HOME=/design/flow/orfs finish
File: design/flow/config.mk
export PLATFORM = sky130hd
export DESIGN_NAME = top
export DESIGN_NICKNAME = top
export VERILOG_FILES = /design/flow/design.v
export SDC_FILE = /design/flow/constraint.sdc
export NUM_CORES = 4
export LEC_CHECK = 1
export CORE_UTILIZATION = 40
File: design/flow/constraint.sdc
current_design top

set clk_period 5.0
set clk_io_pct 0.2

create_clock -name clk0 -period $clk_period [get_ports {clk}]

set non_clock_inputs [all_inputs -no_clocks]
set_input_delay [expr $clk_period * $clk_io_pct] -clock clk0 $non_clock_inputs
set_output_delay [expr $clk_period * $clk_io_pct] -clock clk0 [all_outputs]
File: design/flow/design.v
module kb_db #( DELAY=16 ) (
  input  logic        clk,
  input  logic        rst,
  inout  wire  [3:0]  row_wires,  
  inout  wire  [3:0]  col_wires,  
  input  logic [3:0]  row_scan,
  output logic [3:0]  row,
  output logic [3:0]  col,
  output logic        valid,
  output logic        debounceOK
);
  logic [3:0] col_F1, col_F2;
  logic [3:0] row_F1, row_F2;
  logic       pressed, row_change, col_change;
  assign row_wires  = row_scan;
  assign pressed    = ~&( col_F2 );
  assign col_change = pressed ^ pressed_sync;
  assign row_change = |(row_scan ^ row_F1);
  logic [3:0] row_sync, col_sync;
  logic       pressed_sync;
  always_ff @( posedge clk ) begin
    row_F1   <= row_scan;   col_F1   <= col_wires;
    row_F2   <= row_F1;     col_F2   <= col_F1;
    row_sync <= row_F2;     col_sync <= col_F2;
    pressed_sync <= pressed;
  end
  always_ff @( posedge clk ) begin
    valid <= debounceOK & pressed_sync;
    if (debounceOK & pressed_sync) begin
      row <= row_sync;
      col <= col_sync;
    end else begin
      row <= 4'd0;
      col <= 4'd0;
    end
  end
  logic [DELAY:0] counter;
  initial counter = '0;
  always_ff @( posedge clk ) begin
    if (rst | row_change | col_change) begin
      counter <= '0;
    end else if (!debounceOK) begin
      counter <= counter + 1'b1;
    end
  end
  assign debounceOK = counter[DELAY];
endmodule
module keyboard (
  input  logic        clk,
  input  logic        rst,
  inout  wire  [3:0]  row_wires,
  inout  wire  [3:0]  col_wires,
  output logic [3:0]  key_code,
  output logic        key_validn    
);
  logic [3:0] row, col;
  logic [3:0] row_scan;
  logic       valid;
  logic       debounceOK;
  kb_db #(.DELAY(16)) u_db (
    .clk        (clk),
    .rst        (rst),
    .row_wires  (row_wires),
    .col_wires  (col_wires),
    .row_scan   (row_scan),
    .row        (row),
    .col        (col),
    .valid      (valid),
    .debounceOK (debounceOK)
  );
  logic [15:0] scan_div;
  logic [1:0]  scan;
  always_ff @(posedge clk) begin
    if (rst) begin
      scan_div <= '0;
      scan     <= 2'd0;
    end else begin
      if (!valid) begin
        scan_div <= scan_div + 16'd1;
        if (&scan_div) begin
          scan_div <= '0;
          scan     <= scan + 2'd1;
        end
      end
    end
  end
  assign row_scan = ~(4'b0001 << scan);
  function automatic logic [3:0] decode_key (input logic [3:0] r, c);
    case ({r,c})
      8'b1110_1110: decode_key = 4'h1;
      8'b1110_1101: decode_key = 4'h2;
      8'b1110_1011: decode_key = 4'h3;
      8'b1110_0111: decode_key = 4'hA;
      8'b1101_1110: decode_key = 4'h4;
      8'b1101_1101: decode_key = 4'h5;
      8'b1101_1011: decode_key = 4'h6;
      8'b1101_0111: decode_key = 4'hB;
      8'b1011_1110: decode_key = 4'h7;
      8'b1011_1101: decode_key = 4'h8;
      8'b1011_1011: decode_key = 4'h9;
      8'b1011_0111: decode_key = 4'hC;
      8'b0111_1110: decode_key = 4'hE;  
      8'b0111_1101: decode_key = 4'h0;
      8'b0111_1011: decode_key = 4'hF;  
      8'b0111_0111: decode_key = 4'hD;
      default:      decode_key = 4'h0;
    endcase
  endfunction
  typedef enum logic [1:0] { A_SCAN, C_HOLD, D_REL } sta_t;
  sta_t st;
  always_ff @(posedge clk) begin
    if (rst) begin
      st         <= A_SCAN;
      key_code   <= 4'h0;
      key_validn <= 1'b1;    
    end else begin
      unique case (st)
        A_SCAN: begin
          key_validn <= 1'b1;
          if (valid) begin
            key_code   <= decode_key(row, col);  
            key_validn <= 1'b0;                  
            st         <= C_HOLD;
          end
        end
        C_HOLD: begin
          key_validn <= 1'b0;                    
          if (!valid) st <= D_REL;
        end
        D_REL: begin
          key_validn <= 1'b1;                    
          st         <= A_SCAN;
        end
      endcase
    end
  end
endmodule
module combo (
  input  logic        clk,
  input  logic        rst,
  input  logic        key_validn,         
  input  logic [3:0]  key_code,           
  output logic [6:0]  HEX0, HEX1, HEX2, HEX3
);
  logic [3:0] key_code_s1, key_code_s2;
  logic       key_validn_s1, key_validn_s2;
  always_ff @(posedge clk) begin
    key_code_s1   <= key_code;
    key_code_s2   <= key_code_s1;
    key_validn_s1 <= key_validn;
    key_validn_s2 <= key_validn_s1;
  end
  logic prev_validn;            
  logic arm_sample;             
  logic sampled_this_press;     
  localparam logic [15:0] PASSWORD = 16'h123A;  
  logic [15:0] entered;
  logic [1:0]  count;           
  logic        unlocked;
  function automatic logic [6:0] seg_hex(input logic [3:0] x);
    case (x)
      4'h0: seg_hex = 7'b1000000;
      4'h1: seg_hex = 7'b1111001;
      4'h2: seg_hex = 7'b0100100;
      4'h3: seg_hex = 7'b0110000;
      4'h4: seg_hex = 7'b0011001;
      4'h5: seg_hex = 7'b0010010;
      4'h6: seg_hex = 7'b0000010;
      4'h7: seg_hex = 7'b1111000;
      4'h8: seg_hex = 7'b0000000;
      4'h9: seg_hex = 7'b0010000;
      4'hA: seg_hex = 7'b0001000;  
      4'hB: seg_hex = 7'b0000011;  
      4'hC: seg_hex = 7'b1000110;  
      4'hD: seg_hex = 7'b0100001;  
      4'hE: seg_hex = 7'b0000110;  
      4'hF: seg_hex = 7'b0001110;  
    endcase
  endfunction
  localparam logic [6:0] SEG_DASH  = 7'b0111111;
  localparam logic [6:0] SEG_BLANK = 7'b1111111;
  localparam logic [6:0] SEG_O = 7'b1000000;  
  localparam logic [6:0] SEG_P = 7'b0001100;  
  localparam logic [6:0] SEG_E = 7'b0000110;  
  localparam logic [6:0] SEG_n = 7'b0101011;  
  always_ff @(posedge clk) begin
    if (rst) begin
      prev_validn        <= 1'b1;
      arm_sample         <= 1'b0;
      sampled_this_press <= 1'b0;
      entered            <= 16'd0;
      count              <= 2'd0;
      unlocked           <= 1'b0;
    end else begin
      prev_validn <= key_validn_s2;
      if (prev_validn == 1'b1 && key_validn_s2 == 1'b0) begin
        arm_sample         <= 1'b1;      
        sampled_this_press <= 1'b0;
      end
      if (arm_sample) begin
        arm_sample <= 1'b0;
        if (key_validn_s2 == 1'b0 && !sampled_this_press) begin
          entered <= {entered[11:0], key_code_s2};
          if (count == 2'd3) begin
            unlocked <= ( {entered[11:0], key_code_s2} == PASSWORD );
            count    <= 2'd0;
          end else begin
            count <= count + 2'd1;
          end
          sampled_this_press <= 1'b1;    
        end
      end
      if (key_validn_s2 == 1'b1) begin
        sampled_this_press <= 1'b0;
      end
    end
  end
  always_comb begin
    if (unlocked) begin
      HEX3 = SEG_O; HEX2 = SEG_P; HEX1 = SEG_E; HEX0 = SEG_n;
    end else begin
      HEX3 = (count > 2'd1) ? seg_hex(entered[15:12]) : SEG_DASH;
      HEX2 = (count > 2'd0) ? seg_hex(entered[11:8 ]) : SEG_DASH;
      HEX1 = (count > 2'd2) ? seg_hex(entered[ 7:4 ]) : SEG_BLANK;
      HEX0 = (count > 2'd3) ? seg_hex(entered[ 3:0 ]) : SEG_BLANK;
    end
  end
endmodule
module top (
  input  logic        clk,
  input  logic        rst,
  inout  wire  [3:0]  row_wires,
  inout  wire  [3:0]  col_wires,
  output logic [6:0]  HEX0, HEX1, HEX2, HEX3
);
  logic [3:0] key_code;
  logic       key_validn;
  keyboard u_kb (
    .clk        (clk),
    .rst        (rst),
    .row_wires  (row_wires),
    .col_wires  (col_wires),
    .key_code   (key_code),
    .key_validn (key_validn)
  );
  combo u_combo (
    .clk        (clk),
    .rst        (rst),
    .key_validn (key_validn),
    .key_code   (key_code),
    .HEX0       (HEX0),
    .HEX1       (HEX1),
    .HEX2       (HEX2),
    .HEX3       (HEX3)
  );
endmodule
==> flow_summary.ini <==
; generated from flow reports
[run_status]
status = did not finish
failing_step = global routing (5_1_grt)
error = [ERROR RSZ-0074] Failed to build tree from global routes for pin 'col_wires[3]' and net 'col_wires[3]' at grid (24150, 3450): found route to 2 pins, expected 1

[clock_tree]
cts_resized = 0
numCtsBuffers = 17
h-tree-depth = 4
ctsHoldBuffers = 0
clock_path_buffers = 2
cts-root-buf = clkbuf_16
postCtsSetupRepairBufs = 0
clock-sinks = 130

[placed_design]
dpl_cell_area_um2 = 6148
place_congestion = 0.8972
dp_hpwl_mm = 7.537
io_buffers = 25
place_ws_ps = 2263

[logic_synthesis]
common_cells = 130 x dfxtp_1, 67 x nor2_1, 38 x a21oi_1, 38 x nand2_1, 33 x inv_1
enable_flop_cells = 0
synth_chip_area_um2 = 5824
synthArstFlopShare_pct = 0
syn_inst = 641
synth-main-ff-cell = dfxtp_1
top_cell = dfxtp_1
synthTopCellsByArea = dfxtp_1 45%, ha_1 6.0%, nor2_1 4.3%, mux2i_1 3.8%, a21oi_1 3.3%
ys_types = 63
syn_area_per_cell_um2 = 9.086
ys_cells = 641
yosysTopAreaCell = dfxtp_1
synth_seq_share_pct = 44.68
synth_area_um2 = 5824
ys_seq_elements = 130
top_cell_area_share_pct = 44.68
ys_warn_count = 3

[floorplanning]
rows = 43
die_y_um = 122.7
die_w_um = 122.7
io-pin-count = 38
initCoreUtil_pct = 41.48

[grt]
grt_max_degree = 59

[sta]
untimed_endpoints = 4
## per-stage QoR
step	total power, mW	std cells
2_1_floorplan	1.097	644
3_3_place_gp	1.103	817
3_5_place_dp	1.104	817
4_1_cts	2.315	849
## kinds of logic after synthesis
| logic type | Yosys count | share of synthesized area (%) |
|---|---|---|
| AND-OR/OR-AND | 110 | 11.67 |
| buffers and inverters | 72 | 5.628 |
| flip-flops | 130 | 44.68 |
| XOR/XNOR | 33 | 4.962 |
| adder cells (fa/ha/maj) | 28 | 6.015 |
| other | 1 | 0.06439 |
| AND/OR/NAND/NOR | 239 | 21.50 |
| multiplexers | 28 | 5.478 |
Power figures rest on the tool's default switching activity, not on a simulated workload.
